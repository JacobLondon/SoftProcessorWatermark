<file path="flow/design.v">
`timescale 1ns / 1ps
module ALU(opcode, shamt, funct, in1, in2, result, rw, clk, difference);
input clk;
input [5:0] opcode;
input [4:0] shamt;
input [5:0] funct;
input [31:0] in1;
input [31:0] in2;
output [31:0] result;
reg    [31:0] result;
output [31:0] difference;
output rw;
reg    rw;
wire [31:0] sum;
wire [31:0] diff;
wire [31:0] and_;
wire [31:0] or_;
wire [31:0] srl_;
wire [31:0] sll_;
assign difference = diff;
RippleCarryAdder add_op(in1, in2, carryout, sum, 1'b0);
RippleCarrySubtractor sub_op(in1, in2, carry, diff, 1'b0);
AND and_op(in1, in2, and_);
OR or_op(in1, in2, or_);
ShiftRight srl_op(in2, shamt, srl_);
ShiftLeft  sll_op(in2, shamt, sll_);
always @(*) begin
    if(opcode == 6'b000000) begin
        if(funct == 6'b100000) begin
            rw = 1'b0;
            result = sum;
            rw = 1'b1;
        end
        if(funct == 6'b100010) begin
            rw = 1'b0;
            result = diff;
            rw = 1'b1;
        end
        if(funct == 6'b100100) begin
            rw = 1'b0;
            result = and_;
            rw = 1'b1;
        end
        if(funct == 6'b100101) begin
            rw = 1'b0;
            result = or_;
            rw = 1'b1;
        end
        if(funct == 6'b000010) begin
            rw = 1'b0;
            result = srl_;
            rw = 1'b1;
        end
        if(funct == 6'b000000) begin
            rw = 1'b0;
            result = sll_;
            rw = 1'b1;
        end
    end
    if(opcode == 6'b100011) begin
        rw = 1'b0;
        result = sum;
        rw = 1'b1;
    end
    if(opcode == 6'b101011) begin
        rw = 1'b0;
        result = sum;
    end
    if(opcode == 6'b000100) begin
        rw = 1'b0;
        if(diff == 32'b00000000000000000000000000000000) begin
            result = diff;
        end
    end
    if(opcode == 6'b000101) begin
        rw = 1'b0;
        if(diff != 32'b00000000000000000000000000000000) begin
            result = diff;
        end
    end
end
endmodule
`timescale 1ns / 1ps
module FullAdder(x, y, sum, carryout, carryin);
input x, y, carryin;
output sum, carryout;
xor XOR1(p, x, y);
xor XOR2(sum, p, carryin);
and ANDp(q, p, carryin);
and ANDxy(r, x, y);
or ORing(carryout, q, r);
endmodule
module RippleCarryAdder(a, b, carryout, s, carryin);
input carryin;
input [31:0] a;
input [31:0] b;
output carryout;
output [31:0] s;
FullAdder adder0(a[0],b[0],s[0],c1,carryin);
FullAdder adder1(a[1],b[1],s[1],c2,c1);
FullAdder adder2(a[2],b[2],s[2],c3,c2);
FullAdder adder3(a[3],b[3],s[3],c4,c3);
FullAdder adder4(a[4],b[4],s[4],c5,c4);
FullAdder adder5(a[5],b[5],s[5],c6,c5);
FullAdder adder6(a[6],b[6],s[6],c7,c6);
FullAdder adder7(a[7],b[7],s[7],c8,c7);
FullAdder adder8(a[8],b[8],s[8],c9,c8);
FullAdder adder9(a[9],b[9],s[9],c10,c9);
FullAdder adder10(a[10],b[10],s[10],c11,c10);
FullAdder adder11(a[11],b[11],s[11],c12,c11);
FullAdder adder12(a[12],b[12],s[12],c13,c12);
FullAdder adder13(a[13],b[13],s[13],c14,c13);
FullAdder adder14(a[14],b[14],s[14],c15,c14);
FullAdder adder15(a[15],b[15],s[15],c16,c15);
FullAdder adder16(a[16],b[16],s[16],c17,c16);
FullAdder adder17(a[17],b[17],s[17],c18,c17);
FullAdder adder18(a[18],b[18],s[18],c19,c18);
FullAdder adder19(a[19],b[19],s[19],c20,c19);
FullAdder adder20(a[20],b[20],s[20],c21,c20);
FullAdder adder21(a[21],b[21],s[21],c22,c21);
FullAdder adder22(a[22],b[22],s[22],c23,c22);
FullAdder adder23(a[23],b[23],s[23],c24,c23);
FullAdder adder24(a[24],b[24],s[24],c25,c24);
FullAdder adder25(a[25],b[25],s[25],c26,c25);
FullAdder adder26(a[26],b[26],s[26],c27,c26);
FullAdder adder27(a[27],b[27],s[27],c28,c27);
FullAdder adder28(a[28],b[28],s[28],c29,c28);
FullAdder adder29(a[29],b[29],s[29],c30,c29);
FullAdder adder30(a[30],b[30],s[30],c31,c30);
FullAdder adder31(a[31],b[31],s[31],carryout,c31);
endmodule
module RippleCarrySubtractor(a, b, carryout, s, carryin);
input [31:0] a;
input [31:0] b;
output [31:0] s;
input carryin;
output carryout;
wire [31:0] m;
xor X0(m[0],b[0],1);
xor X1(m[1],b[1],1);
xor X2(m[2],b[2],1);
xor X3(m[3],b[3],1);
xor X4(m[4],b[4],1);
xor X5(m[5],b[5],1);
xor X6(m[6],b[6],1);
xor X7(m[7],b[7],1);
xor X8(m[8],b[8],1);
xor X9(m[9],b[9],1);
xor X10(m[10],b[10],1);
xor X11(m[11],b[11],1);
xor X12(m[12],b[12],1);
xor X13(m[13],b[13],1);
xor X14(m[14],b[14],1);
xor X15(m[15],b[15],1);
xor X16(m[16],b[16],1);
xor X17(m[17],b[17],1);
xor X18(m[18],b[18],1);
xor X19(m[19],b[19],1);
xor X20(m[20],b[20],1);
xor X21(m[21],b[21],1);
xor X22(m[22],b[22],1);
xor X23(m[23],b[23],1);
xor X24(m[24],b[24],1);
xor X25(m[25],b[25],1);
xor X26(m[26],b[26],1);
xor X27(m[27],b[27],1);
xor X28(m[28],b[28],1);
xor X29(m[29],b[29],1);
xor X30(m[30],b[30],1);
xor X31(m[31],b[31],1);
RippleCarryAdder sub(a, m, carryout, s, 1);
endmodule
`timescale 1ns / 1ps
module AND(in1, in2, out);
input  [31:0] in1;
input  [31:0] in2;
output [31:0] out;
and A0(out[0],in1[0],in2[0]);
and A1(out[1],in1[1],in2[1]);
and A2(out[2],in1[2],in2[2]);
and A3(out[3],in1[3],in2[3]);
and A4(out[4],in1[4],in2[4]);
and A5(out[5],in1[5],in2[5]);
and A6(out[6],in1[6],in2[6]);
and A7(out[7],in1[7],in2[7]);
and A8(out[8],in1[8],in2[8]);
and A9(out[9],in1[9],in2[9]);
and A10(out[10],in1[10],in2[10]);
and A11(out[11],in1[11],in2[11]);
and A12(out[12],in1[12],in2[12]);
and A13(out[13],in1[13],in2[13]);
and A14(out[14],in1[14],in2[14]);
and A15(out[15],in1[15],in2[15]);
and A16(out[16],in1[16],in2[16]);
and A17(out[17],in1[17],in2[17]);
and A18(out[18],in1[18],in2[18]);
and A19(out[19],in1[19],in2[19]);
and A20(out[20],in1[20],in2[20]);
and A21(out[21],in1[21],in2[21]);
and A22(out[22],in1[22],in2[22]);
and A23(out[23],in1[23],in2[23]);
and A24(out[24],in1[24],in2[24]);
and A25(out[25],in1[25],in2[25]);
and A26(out[26],in1[26],in2[26]);
and A27(out[27],in1[27],in2[27]);
and A28(out[28],in1[28],in2[28]);
and A29(out[29],in1[29],in2[29]);
and A30(out[30],in1[30],in2[30]);
and A31(out[31],in1[31],in2[31]);
endmodule
module OR(in1, in2, out);
input  [31:0] in1;
input  [31:0] in2;
output [31:0] out;
or o0(out[0],in1[0],in2[0]);
or o1(out[1],in1[1],in2[1]);
or o2(out[2],in1[2],in2[2]);
or o3(out[3],in1[3],in2[3]);
or o4(out[4],in1[4],in2[4]);
or o5(out[5],in1[5],in2[5]);
or o6(out[6],in1[6],in2[6]);
or o7(out[7],in1[7],in2[7]);
or o8(out[8],in1[8],in2[8]);
or o9(out[9],in1[9],in2[9]);
or o10(out[10],in1[10],in2[10]);
or o11(out[11],in1[11],in2[11]);
or o12(out[12],in1[12],in2[12]);
or o13(out[13],in1[13],in2[13]);
or o14(out[14],in1[14],in2[14]);
or o15(out[15],in1[15],in2[15]);
or o16(out[16],in1[16],in2[16]);
or o17(out[17],in1[17],in2[17]);
or o18(out[18],in1[18],in2[18]);
or o19(out[19],in1[19],in2[19]);
or o20(out[20],in1[20],in2[20]);
or o21(out[21],in1[21],in2[21]);
or o22(out[22],in1[22],in2[22]);
or o23(out[23],in1[23],in2[23]);
or o24(out[24],in1[24],in2[24]);
or o25(out[25],in1[25],in2[25]);
or o26(out[26],in1[26],in2[26]);
or o27(out[27],in1[27],in2[27]);
or o28(out[28],in1[28],in2[28]);
or o29(out[29],in1[29],in2[29]);
or o30(out[30],in1[30],in2[30]);
or o31(out[31],in1[31],in2[31]);
endmodule
module ShiftRight(in2, shamt, out);
input [31:0] in2;
input [4:0] shamt;
output [31:0] out;
assign out = (in2 >> shamt);
endmodule
module ShiftLeft(in2, shamt, out);
input [31:0] in2;
input [4:0] shamt;
output [31:0] out;
assign out = (in2 << shamt);
endmodule
</file>
<file path="flow/run.sh">
#!/bin/bash
# OpenROAD 26Q1-2900-gdf79404cd8, Yosys 0.63+post, stock flow scripts
make -C /OpenROAD-flow-scripts/flow DESIGN_CONFIG=/design/flow/config.mk WORK_HOME=/design/flow/orfs finish
</file>
<file path="flow/config.mk">
export PLATFORM = sky130hd
export DESIGN_NAME = ALU
export DESIGN_NICKNAME = ALU
export VERILOG_FILES = /design/flow/design.v
export SDC_FILE = /design/flow/constraint.sdc
export NUM_CORES = 4
export LEC_CHECK = 1
export CORE_UTILIZATION = 40
</file>
<file path="flow/constraint.sdc">
current_design ALU

set clk_period 18.8
set clk_io_pct 0.2

create_clock -name clk0 -period $clk_period

set non_clock_inputs [all_inputs -no_clocks]
set_input_delay [expr $clk_period * $clk_io_pct] -clock clk0 $non_clock_inputs
set_output_delay [expr $clk_period * $clk_io_pct] -clock clk0 [all_outputs]
</file>
==> impl_metrics.csv <==
group,metric,value,unit
power_and_ir_drop,power_frac_seq,0.070,
worst_setup_path,setup.worst_path.start,"in1[0]",
worst_setup_path,critical_path_required,15040,ps
worst_setup_path,critical_path.max_fanout,2,
floorplanning,placement_rows,57,
global_routing,grt_first_pass_wirelength,63.9,mm
timing,setup-violations-final,0,
synth,synthDominantAreaCellType,"mux4_2",
floorplanning,design.die.area,0.0255,sq mm
drt,dr_total_vias,10100,
place,globalplace.congestion,1.03,
min_path,holdPathStages,4,
outcome,run_status,"completed",
timing,max_clock_freq,53.4,MHz
global_routing,groute.usage.overall,0.350,
power_and_ir_drop,cell_internal_pwr,0.000177,W
timing,final_hold_viol_count,0,
worst_setup_path,critical_path.endpoint_type,"output port",
power_and_ir_drop,worst_ir_drop_vdd,0.0161,mV
worst_setup_path,critical_path_start_type,"input pin",
min_path,holdCritPathClass,"input pin to output port",
synth,ys_types,83,
worst_setup_path,setup.worst_path.class,"input pin to output port",
place,io_buffers,146,
synth,yosysTopAreaCellShare,0.127,
floorplanning,floorplanUtilization,0.408,
timing,unclocked_pins,33,
timing,post-route-min-period,18720,ps
floorplanning,design.core.area,0.0244,sq mm
layout,final-instance-count-excl-fill,1552,
synth,list_of_most_frequent_post_synthesis_cells,"103 x inv_1, 81 x nand2_1, 71 x nor2_1, 65 x ha_1, 60 x fa_1",
layout,fillerInstances,2404,
synth,ys_area,0.00995,sq mm
power_and_ir_drop,share_clk_of_total_power,0,
timing,timing.final.crit_share,0.996,
synth,netlist_area,0.00995,sq mm
synth,yosys_register_bits,33,
clock_network,hold_buffers,0,
drt,detail_route.wl_per_cell,28.0,um
drt,drt.antenna.violating_nets,0,
place,dp.final_hpwl,33.1,mm
worst_setup_path,critPathMaxStageDelay,610,ps
synth,postSynthAreaPerCell,8.52,sq um
drt,drt-pass1-iter-count,6,
layout,post-route-util,0.473,
synth,flip_flops_with_a_built_in_enable,0,
drt,num_antenna_cells,0,
timing,untimed_endpoints,66,
timing,setup_total_negative_slack,0,ps
synth,synth_async_sr_flop_share,0,
power_and_ir_drop,power_density,30.7,mW/mm^2
power_and_ir_drop,p_leak,4.78,nW
global_routing,grt_pass1_vias,9842,
worst_setup_path,data_arrival_time_at_the_worst_slack_endpoint,14960,ps
power_and_ir_drop,pwr-share-comb,0.930,
drt,drt-total-wl,43.5,mm
layout,drive_above_1_share,0.173,
timing,max_slew_margin,0.362,
worst_setup_path,critPathMostFrequentCell,"fa_2",
synth,ys.flop_type,"dlxtn_1",
flow_run,max-cap-violations,0,
power_and_ir_drop,power.switching_fraction,0.499,
global_routing,initial_antenna_violation_count,3,
power_and_ir_drop,switching_power,0.000177,W
synth,synth_top_cell_by_count,"inv_1",
layout,syn2layout_area_growth,16.0,%
drt,detailed_router_s_first_iteration_violation_count,962,
floorplanning,die-width,160,um
global_routing,grt_max_degree,61,
synth,yosysWarningCount,102,
floorplanning,floorplan.io_pins,147,
place,placed_cells,1550,
drt,avgViaCountPerCell,6.52,
floorplanning,chipHeight,160,um
synth,main_area_contributors,"mux4_2 13%, fa_1 12%, ha_1 8.2%, mux2i_1 5.9%, dlxtn_1 5.0%",
flow_run,openroad.warnings,98,
timing,maxSlewViolCount,0,
synth,cells_after_synthesis,1168,
min_path,worst_hold_startpoint,"in2[1]",
drt,drc_errors,0,
synth,synth_stat.cells,1168,
timing,unrepaired_setup_endpoints_after_global_routing,"true",
timing,worst_pin_slew,945,ps
global_routing,globalRouteOverflowTotal,0,
worst_setup_path,critPathSlowestCell,"fa_2",
registers in the layout (all words and copies together), names as in the netlist:
register  count
result       32
rw            1
per-layer routing:
layer	wire, um	track usage	vias up
li1	-	-	4451
met4	1630	0.106	6
met2	19600	0.530	589
met5	36	0	-
met3	4320	0.0911	104
met1	17900	0.503	4974
critical path: cells and delay by family:
kind                     cells  cell delay [ps]
buffers and inverters        4              250
adder cells (fa/ha/maj)     31            10900
power by group through the flow:
| stage | Combinational (W) | Clock [W] | Sequential [W] |
|---|---|---|---|
| final | 0.000329 | 0 | 0.0000249 |
| after CTS | 0.000325 | 0 | 0.0000248 |
| after global routing | 0.000353 | 0 | 0.0000259 |
per-stage QoR:
step / hold WS, ps / instance area (sq um) / setup slack, ps / power, W
final: 8330 / 11500 / 79.1 / 0.000354
after global routing: 8370 / 11500 / -124 / 0.000379
after CTS: 8490 / 11500 / -569 / 0.000350
after detailed placement: 8730 / 11500 / -1390 / 0.000346
after global placement: 8750 / 11500 / -1380 / 0.000346
after floorplan: 7830 / 10000 / 4.65 / 0.000211
cells in the final DEF (no fill, tap or decap), types with 14 or more instances in the layout:
cell             count
a211oi_1            34
a21oi_1             40
and3_1              28
buf_4               55
clkdlybuf4s50_1    135
dlxtn_1             33
fa_1                30
fa_2                30
ha_1                64
inv_1               99
mux2_2              33
mux2i_1             58
mux4_2              56
nand2_1             81
nand3_1             19
nor2_1              70
nor3_1              27
o211ai_1            28
o21ai_0             48
o31ai_1             14
repair_timing:
item                                    4_1_cts  5_1_grt
gates cloned                                  0        0
pin swaps                                     5        4
endpoints found under the setup margin        5        3
gates resized                                26       17
setup buffers                                 2        0
kinds of logic (layout without fill, tap and decap cells):
family	after synthesis	in the layout	synth area share
xor+xnor	2	2	0.00176
buf+inv	245	305	0.117
fa+ha+maj	125	125	0.202
mux	160	160	0.254
compound gates	313	313	0.228
simple gates	290	290	0.147
latches	33	33	0.0498
worst paths after layout:
kind                             end  slack, ps
worst min-delay path   difference[1]       8330
worst max-delay path  difference[30]         80
area by class of cell:
cell class | instances | area, sq um | area share
inverter | 105 | 397 | 0.0344
multi-input combinational | 890 | 8400 | 0.728
sequential | 33 | 495 | 0.0429
tap | 324 | 405 | 0.0351
timing repair buffer | 200 | 1850 | 0.160
Power is estimated from default activity; no workload was simulated.
