**design/flow/config.mk**
```make
export PLATFORM = sky130hd
export DESIGN_NAME = RegisterFile
export DESIGN_NICKNAME = RegisterFile
export VERILOG_FILES = /design/flow/design.v
export SDC_FILE = /design/flow/constraint.sdc
export NUM_CORES = 4
export LEC_CHECK = 1
export CORE_UTILIZATION = 30
```
**design/flow/constraint.sdc**
```tcl
current_design RegisterFile

set clk_period 7.8
set clk_io_pct 0.2

create_clock -name clk0 -period $clk_period [get_ports {clk}]

set non_clock_inputs [all_inputs -no_clocks]
set_input_delay [expr $clk_period * $clk_io_pct] -clock clk0 $non_clock_inputs
set_output_delay [expr $clk_period * $clk_io_pct] -clock clk0 [all_outputs]
```
**design/flow/design.v**
```verilog
`timescale 1ns / 1ps
module RegisterFile(rw, addr1, addr2, out1, out2, addr3, data3, clk, regout, imagein, waterin, waiting, done);
input rw;            
input [4:0] addr1;   
input [4:0] addr2;   
output [31:0] out1;  
output [31:0] out2;  
input [4:0] addr3;   
input [31:0] data3;  
input clk;
input waiting;
output done;
(* keep = "true"*) (*s = "true" *) reg [31:0] regmem [31:0];
output [31:0] regout;
assign regout = regmem[14];  
input [11:0] imagein;
input [11:0] waterin;
reg [31:0] temp_image_pix;
reg [31:0] temp_water_pix;
reg [31:0] out1_temp;
reg [31:0] out2_temp;
initial begin
    regmem[0]  = 32'b00000000000000000000000000000000;
    regmem[1]  = 32'b00000000000000000000000000000000;
    regmem[2]  = 32'b00000000000000000000000000000000;
    regmem[3]  = 32'b00000000000000000000000000000000;
    regmem[4]  = 32'b00000000000000000000000000000000;
    regmem[5]  = 32'b00000000000000000000000000000000;
    regmem[6]  = 32'b00000000000000000000000000000000;
    regmem[7]  = 32'b00000000000000000000000000000000;
    regmem[8]  = 32'b00000000000000000000000000000000;   
    regmem[9]  = 32'b00000000000000000000000000000001;   
    regmem[10] = 32'b00000000000000000000111111111111;   
    regmem[11] = 32'b00000000000000000000000000000000;   
    regmem[12] = 32'b00000000000000000000000000000000;   
    regmem[13] = 32'b00000000000000000000000000000000;   
    regmem[14] = 32'b00000000000000000000000000000000;   
    regmem[15] = 32'b00000000000000000000000000000000;   
    regmem[16] = 32'b00000000000000000000000000000000;   
    regmem[17] = 32'b00000000000000000000000000000000;   
    regmem[18] = 32'b00000000000000000000000000000000;   
    regmem[19] = 32'b00000000000000000000000011110000;   
    regmem[20] = 32'b00000000000000000000000000001111;   
    regmem[21] = 32'b00000000000000000000000000000000;   
    regmem[22] = 32'b00000000000000000000000000000000;   
    regmem[23] = 32'b00000000000000000000000000000000;
    regmem[24] = 32'b00000000000000000000000000000000;
    regmem[25] = 32'b00000000000000000000000000000000;
    regmem[26] = 32'b00000000000000000000000000000000;
    regmem[27] = 32'b00000000000000000000000000000000;
    regmem[28] = 32'b00000000000000000000000000000000;
    regmem[29] = 32'b00000000000000000000000000000000;
    regmem[30] = 32'b00000000000000000000000000000000;
    regmem[31] = 32'b00000000000000000000000000000000;
end
always @(posedge clk) begin
    if(rw == 1'b1) begin
        regmem[addr3] = data3;
    end
    regmem[12][11:0] = imagein;
    regmem[13][11:0] = waterin;
    regmem[22][0] = waiting;
end
assign out1 = regmem[addr1];
assign out2 = regmem[addr2];
assign done = regmem[15][0];
endmodule
```
**design/flow/run.sh**
```bash
#!/bin/bash
# OpenROAD 26Q1-2900-gdf79404cd8, Yosys 0.63+post, stock flow scripts
make -C /OpenROAD-flow-scripts/flow DESIGN_CONFIG=/design/flow/config.mk WORK_HOME=/design/flow/orfs finish
```
==> flow_metrics.tcl <==
# yosys + openroad results
set metrics [dict create \
    cts_made_buffers 101 \
    yosysUniqueCellTypes 24 \
    avgViaCountPerCell 5.38 \
    yosys-top-cells-count "mux2i_1, edfxtp_1, nand2_1, nand3_1" \
    power.density_mw_per_mm2 216 \
    yosysTopAreaCellShare_pct 61.8 \
    cts_num_sinks 1024 \
    crit_type "in2out" \
    netlist_logic_family_top "multiplexers" \
    largest_reg_flops 1024 \
    cp_top_family "buffers and inverters" \
    root_buffer "clkbuf_16" \
    crit_cells 8 \
    place_hpwl_um 93600 \
    grt_usage_pct 20.2 \
    edf_count 999 \
    post_cts_buffers 0 \
    end_kind "output port" \
    ys_seq_elements 1024 \
    slowest_delay_ns 0.72 \
    ir_worst_vdd_uv 166 \
    post-route-cell-area_mm2 0.0563 \
    final_core_util_pct 35.0 \
    setup_ws_ns 1.48 \
    simple_gate_share_pct 4.74 \
    syn_to_final_growth_pct 15.9 \
    ys.warnings.count 1 \
    start_kind "input pin" \
    slew_headroom_pct 39.8 \
    hold_slack_ns 1.30 \
    cp.buffers_inverters 3 \
    cp_slowest_cell "and2_4" \
    syn_inst 3386 \
    aoi_share_pct 8.08 \
    drive_gt1_share_pct 9.38 \
    setup_tns_ns 0 \
    rows 147 \
    synth_top_flop_cell "edfxtp_1" \
    clk_pin_slew_ns 0.06 \
    post_drt_wl_per_cell_um 27.3 \
    vias 31158 \
    total_power_mw 12.2 \
    totalWireLength_um 158000 \
    yosys_area_mm2 0.0485 \
    postCtsResizedCells 0 \
    place.gp.congestion 0.890 \
    syn-cell-area_mm2 0.0485 \
    adder_share_pct 0 \
    worstPathCellList "clkdlybuf4s50_1 -> and2_4 -> buf_4 -> a22o_1 -> nor3_1 -> a31oi_1 -> nand3_1 -> clkdlybuf4s50_1" \
    period_needed_ns 6.32 \
    warning_count 26 \
    cts-htree-levels 3 \
    hold_buffers 0 \
    clock_path_buffers 3 \
    drt_first_pass_iters 5 \
    initialDrtViolationCount 2113 \
    ys_seq_share_pct 62.8 \
    io_pins 171 \
    yosysCellCount 3386 \
    syn_avg_cell_area_um2 14.3 \
    initCoreUtil_pct 30.2 \
    core_mm2 0.161 \
    dp_cells 5608 \
    critPathCapture "out2[4]" \
    stdcell_count 5794 \
    grt_pass1_vias 32303 \
    grt_max_degree 88 \
    numPortBuffers 170 \
    dieWidth_um 404 \
    setup_viol 0 \
    ys_sh_mux_pct 21.1 \
    synthArstFlopShare_pct 0 \
    clock.fmax_mhz 158 \
    grt_pass1_wl_um 226000 \
    cp_common_cell "clkdlybuf4s50_1" \
    top_cell "mux2i_1" \
    overflow 0 \
    p_leak_nw 20.4 \
    min_path_type "in2reg" \
    synth.area.top_cells "edfxtp_1, mux2i_1, a22oi_1" \
    drv_slew 0 \
    synth_area_leader_cell "edfxtp_1" \
    worst_pin_slew_ns 0.904 \
    ant_nets 0 \
    status "complete, no violations" \
    antenna_found_initial 7 \
    rsz0062_at_grt "no" \
    cp_max_fo 38 \
    xor_share_pct 0 \
    dpl-instance-area_mm2 0.0530 \
    fp.dieH_um 404 \
    antenna_cells 0 \
    tritoncts "yes" \
    route.detailed.drc 0 \
    timing.max_cap.violations 0 \
    worstPathRequired_ns 6.24 \
    pre_cts_ws_ns 1.53 \
    startpoint "addr2[2]" \
    chipArea_mm2 0.163 \
    hold_violations 0 \
    crit_arrival_ns 4.76 \
    finalCritPeriodShare_pct 81.1 \
]
[logic make-up (layout without fill, tap and decap cells)]
family / Yosys count / in the layout
flip-flops: 1024 / 1024
AND/OR/NAND/NOR: 509 / 509
buffers and inverters: 253 / 501
multiplexers: 1024 / 1024
AND-OR/OR-AND: 576 / 576
[where the power goes]
group | switching, mW | internal [mW] | leakage, nW
Combinational | 0.720 | 0.450 | 9.60
Clock | 2.11 | 2.75 | 1.59
Sequential | 0.0322 | 6.11 | 9.21
Total | 2.86 | 9.30 | 20.4
[layout by cell type, fill, tap and decap left out]
cell type / Yosys / routed
a21oi_1: 192 / 192
nor2b_4: 0 / 4
nand3b_1: 5 / 5
clkinv_2: 0 / 20
bufinv_16: 0 / 11
or3_1: 1 / 1
clkdlybuf4s50_1: 0 / 168
nand2_2: 0 / 2
a22oi_1: 192 / 192
mux2i_1: 1024 / 1024
edfxtp_1: 999 / 999
clkinvlp_4: 0 / 3
a22o_1: 128 / 128
nand2b_2: 0 / 4
clkinv_8: 0 / 1
dfxtp_1: 25 / 25
or2_2: 2 / 2
nand3_1: 194 / 194
buf_12: 0 / 21
nor2_4: 0 / 33
and2_4: 0 / 2
clkbuf_16: 0 / 102
buf_4: 47 / 124
inv_6: 0 / 6
nor2_2: 0 / 1
nor3_1: 64 / 64
or3b_2: 3 / 3
buf_8: 0 / 2
a31oi_1: 64 / 64
clkinv_1: 0 / 32
nand2_1: 195 / 193
clkbuf_1: 81 / 11
nor2_1: 35 / 1
[layer usage]
| layer | vias up | routed length [um] | track usage, % |
|---|---|---|---|
| li1 | 13677 | - | - |
| met1 | 15466 | 57900 | 25.0 |
| met2 | 1658 | 73000 | 30.8 |
| met3 | 343 | 19800 | 10.5 |
| met4 | 14 | 7470 | 7.53 |
| met5 | - | 92 | 0.238 |
[worst min path at each step]
| stage | startpoint | end | slack (ns) | depth (start not counted) |
|---|---|---|---|---|
| 4_1_cts | waterin[9] | regmem[13][9] | 1.26 | 1 |
| 5_1_grt | waterin[9] | regmem[13][9] | 1.29 | 1 |
| 6_report | waterin[9] | regmem[13][9] | 1.30 | 1 |
[cell type report]
cell class	instances	area, um^2
Sequential cell	1024	30500
Fill cell	15202	104000
Clock inverter	73	642
Tap cell	2160	2700
Multi-Input combinational cell	2109	16800
Clock buffer	113	2590
Timing Repair Buffer	315	3060
Power figures rest on the tool's default switching activity, not on a simulated workload.
