==> design.v <==
`timescale 1ns / 1ps
module InstructionMemory(inst, pc, clk);
input clk;
input  [31:0] pc;
output [31:0] inst;
reg    [31:0] inst;
reg [31:0] memdata [127:0];
initial begin
    memdata[0] = 32'b00000001110011100111000000100010;
    memdata[1] = 32'b00000001111011110111100000100010;
    memdata[2] = 32'b00000000000011001000001000000010;
    memdata[3] = 32'b00000000000011011000101000000010;
    memdata[4] = 32'b00000010000100011010100000100000;
    memdata[5] = 32'b00000000000101011010100001000010;
    memdata[6] = 32'b00000000000101011010101000000000;
    memdata[7] = 32'b00000001110101010111000000100101;
    memdata[8] = 32'b00000001100100111000000000100100;
    memdata[9] = 32'b00000000000100001000000100000010;
    memdata[10] = 32'b00000001101100111000100000100100;
    memdata[11] = 32'b00000000000100011000100100000010;
    memdata[12] = 32'b00000010000100011010100000100000;
    memdata[13] = 32'b00000000000101011010100001000010;
    memdata[14] = 32'b00000000000101011010100100000000;
    memdata[15] = 32'b00000001110101010111000000100101;
    memdata[16] = 32'b00000001100101001000000000100100;
    memdata[17] = 32'b00000001101101001000100000100100;
    memdata[18] = 32'b00000010000100011010100000100000;
    memdata[19] = 32'b00000000000101011010100001000010;
    memdata[20] = 32'b00000001110101010111000000100101;
    memdata[21] = 32'b00000001111010010111100000100000;
    memdata[22] = 32'b00010010110010001111111111111111;
    memdata[23] = 32'b00010101000010011111111111101000;
    memdata[24] = 32'b00000000000000000000000000000000;
end
always @(posedge clk) begin
    inst = memdata[pc];
end
endmodule
==> run.sh <==
#!/bin/bash
# OpenROAD 26Q1-2900-gdf79404cd8, Yosys 0.63+post, stock flow scripts
make -C /OpenROAD-flow-scripts/flow DESIGN_CONFIG=/design/flow/config.mk WORK_HOME=/design/flow/orfs finish
==> config.mk <==
export PLATFORM = sky130hd
export DESIGN_NAME = InstructionMemory
export DESIGN_NICKNAME = InstructionMemory
export VERILOG_FILES = /design/flow/design.v
export SDC_FILE = /design/flow/constraint.sdc
export NUM_CORES = 4
export LEC_CHECK = 1
export CORE_AREA = 10 10 104 104
export DIE_AREA = 0 0 114 114
==> constraint.sdc <==
current_design InstructionMemory

set clk_period 1.4
set clk_io_pct 0.2

create_clock -name clk0 -period $clk_period [get_ports {clk}]

set non_clock_inputs [all_inputs -no_clocks]
set_input_delay [expr $clk_period * $clk_io_pct] -clock clk0 $non_clock_inputs
set_output_delay [expr $clk_period * $clk_io_pct] -clock clk0 [all_outputs]
==> results.py <==
# Synthesis and PnR figures
metrics = {
    "outcome": {
        "status": "completed",
    },
    "grt": {
        "grt_usage": 0.0548,
        "grt_max_degree": 15,
        "antenna_found_initial": 0,
        "grt_remaining_overflow": 0,
        "grt_pass1_vias": 1115,
        "grt_pass1_wl_mm": 5.86,
    },
    "critical_path": {
        "crit_path_top_delay_cell": "clkdlybuf4s50_1",
        "crit_path_max_fanout": 1,
        "cp.required_ps": 1120,
        "end_kind": "output port",
        "arrival_ps": 1070,
        "cp-start-kind": "flop",
        "crit_chain": "clkdlybuf4s50_1",
        "crit_type": "flop to output port",
        "crit_cells": 1,
        "cpLargestDelayFamily": "buffers and inverters",
        "cp_slowest_stage_delay_ps": 480,
        "crit_buf_inv": 1,
    },
    "min_path": {
        "min_path_cells": 4,
        "min_path_type": "input pin to flop",
    },
    "timing": {
        "finalCriticalPeriod_ps": 1350,
        "rsz0062_at_grt": "no",
        "setup_ws_ps": 54.2,
        "final_hold_viol_count": 0,
        "setup-tns-final_ps": 0,
        "period_used_share": 0.961,
        "fin_hold_ws_ps": 461,
        "setup_violations": 0,
        "max_clock_freq_mhz": 743,
        "slew_viol_final": 0,
    },
    "floorplanning": {
        "ios": 65,
        "die_height_um": 114,
        "die_area_um2": 13000,
        "fp.dieW_um": 114,
        "initial_core_util": 0.139,
        "placementRows": 34,
        "fp.coreArea_um2": 8680,
    },
    "clock_tree": {
        "path_clk_slew_ps": 90,
        "clockBufferDepth": 2,
        "holdBufCountCts": 0,
        "htree_levels": 1,
        "root_buffer": "clkbuf_8",
        "cts_sinks": 24,
        "numCtsBuffers": 3,
        "cts_tree": "built",
    },
    "layout": {
        "area_delta_synth_final_pct": 56.0,
        "fill_cells": 950,
        "drive_above_1_share": 0.298,
        "largest_reg_flops": 24,
    },
    "yosys": {
        "synth.cell_area_um2": 1210,
        "yosys_warnings": 1,
        "synth.distinct_cells": 35,
        "synth-area-yosys_um2": 1210,
        "synth_stat.cells": 130,
        "synthDominantCellAreaShare": 0.397,
        "yosys.area.top_type": "dfxtp_1",
        "syn_inst": 130,
        "synth_seq_share": 0.397,
        "yosys-top-cells-area": "dfxtp_1 (40%), ha_1 (8.3%), buf_4 (6.8%)",
        "avgSynthCellArea_um2": 9.31,
        "synth-seq-cells": 24,
    },
    "power": {
        "power_density_nw_per_um2": 910,
        "p_total_mw": 1.72,
        "p_leak_nw": 0.888,
        "peakVddDrop_mv": 0.575,
    },
    "detailed_routing": {
        "totalWireLength_mm": 3.62,
        "viasPerCell": 3.78,
        "wire_per_inst_um": 12.7,
        "drc_errors": 0,
        "drt_iter0_drc": 73,
        "vias": 1081,
        "drt_first_pass_iters": 4,
        "antenna_cells": 0,
        "final_antenna_net_count": 0,
    },
    "flow_run": {
        "cap_violations": 0,
        "log.warning_count": 59,
    },
    "place": {
        "post-place-ws_ps": -404,
        "port_buffers": 33,
        "hpwl_mm": 2.85,
        "gp_congestion": 0.802,
    },
}
## stage by stage
stage | instances | util | area [um^2]
floorplan | 133 | - | 1220
global placement | 282 | 0.203 | 1760
detailed placement | 282 | 0.203 | 1760
CTS | 286 | 0.212 | 1840
global route | 286 | 0.218 | 1890
finish | 286 | 0.218 | 1890
## cells by family (layout without fill, tap and decap cells)
kind of cell,Yosys count,after routing,share of synthesized area
DFF,24,24,0.397
muxes,4,4,0.0372
and+or+nand+nor,29,29,0.130
AOI/OAI and AO/OA,40,40,0.219
other,1,4,0.00310
adders and majority gates,8,8,0.0827
buffers and inverters,24,69,0.130
## timing repair
item / in CTS / in global routing
hold endpoints to repair: 0 / 0
setup endpoints to repair: 24 / 18
resized: 9 / 18
buffers inserted: 0 / 0
## cell type report
class	instances	area, um^2	share of cell area
Multi-Input combinational cell	85	614	0.325
Timing Repair Buffer	59	556	0.294
Sequential cell	24	489	0.259
Tap cell	108	135	0.0716
Clock buffer	3	41.3	0.0219
Clock inverter	1	30.0	0.0159
Inverter	6	22.5	0.0119
## where the power goes
part	internal, mW	switching (mW)	total [mW]
combinational	0.205	0.145	0.350
sequential	0.736	0.0173	0.753
clock	0.382	0.232	0.615
## Yosys cell counts
| library cell | n |
|---|---|
| nand3_1 | 1 |
| nor3b_1 | 4 |
| clkbuf_1 | 1 |
| a32o_1 | 1 |
| a211oi_2 | 1 |
| ha_1 | 8 |
| inv_1 | 4 |
| buf_6 | 3 |
| buf_4 | 11 |
| o31ai_1 | 1 |
| o22a_1 | 1 |
| nor3_1 | 4 |
| a211o_1 | 2 |
| o211ai_1 | 1 |
| or2_4 | 1 |
| mux2_2 | 4 |
| a31oi_1 | 1 |
| inv_2 | 2 |
| a31o_2 | 1 |
| and3b_1 | 1 |
| o22ai_1 | 3 |
| dfxtp_1 | 24 |
| a221oi_1 | 1 |
| buf_2 | 3 |
| nor2_1 | 6 |
| o32ai_1 | 1 |
| o21a_1 | 1 |
| a21o_1 | 2 |
| nand2_1 | 5 |
| nor2b_1 | 5 |
| a211oi_1 | 5 |
| o21ai_0 | 8 |
| nand2b_1 | 2 |
| conb_1 | 1 |
| a21oi_1 | 10 |
## per-layer routing
| metal | track usage | vias up | share of wire |
|---|---|---|---|
| met5 | 0 | - | 0 |
| met4 | 0.00835 | 0 | 0.0094 |
| met3 | 0.0144 | 4 | 0.057 |
| met2 | 0.0904 | 40 | 0.46 |
| met1 | 0.0717 | 494 | 0.47 |
| li1 | - | 543 | - |
## path summary, 6_finish.rpt
check	end	from
setup / recovery	inst[11]	inst[11]
hold / removal	inst[23]	pc[4]
## cell usage in the layout, fill, tap and decap left out, types with 5 or more instances in the layout
cell,count
buf_4,25
clkdlybuf4s50_1,20
dfxtp_1,17
a21oi_1,10
dlymetal6s2s_1,9
o21ai_0,8
ha_1,7
dfxtp_2,7
nor2_1,6
nand2_1,5
No activity file was given, so power comes from the tool's default toggle rates.
